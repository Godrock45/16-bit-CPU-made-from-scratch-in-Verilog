===== flow/config.mk =====
export PLATFORM = sky130hd
export DESIGN_NAME = regfile8x16
export DESIGN_NICKNAME = regfile8x16
export VERILOG_FILES = /design/flow/design.v
export SDC_FILE = /design/flow/constraint.sdc
export NUM_CORES = 4
export LEC_CHECK = 1
export CORE_UTILIZATION = 30

===== flow/constraint.sdc =====
current_design regfile8x16

set clk_period 7.3
set clk_io_pct 0.2

create_clock -name clk0 -period $clk_period [get_ports {clk}]

set non_clock_inputs [all_inputs -no_clocks]
set_input_delay [expr $clk_period * $clk_io_pct] -clock clk0 $non_clock_inputs
set_output_delay [expr $clk_period * $clk_io_pct] -clock clk0 [all_outputs]

===== flow/design.v =====
module regfile8x16 (
    input logic clk,
    input logic rst,
    input logic [2:0] readAddr1,
    input logic [2:0] readAddr2,
    output logic [15:0] readData1,
    output logic [15:0] readData2,
    input logic writeEna,
    input logic [2:0] writeAddr,
    input logic [15:0] writeData
    );
logic [15:0] regs [0:7];
integer i;
assign readData1=regs[readAddr1];
assign readData2=regs[readAddr2];
    always_ff @(posedge clk) begin
        if(rst)begin
            for(i=0;i<8;i++)
                regs[i]<=16'h0000;
        end
        else if (writeEna)begin
            regs[writeAddr]<=writeData;
        end
    end
endmodule

===== flow/run.sh =====
#!/bin/bash
# OpenROAD 26Q1-2900-gdf79404cd8, Yosys 0.63+post, stock flow scripts
make -C /OpenROAD-flow-scripts/flow DESIGN_CONFIG=/design/flow/config.mk WORK_HOME=/design/flow/orfs finish

==> metrics.cfg <==
[timing]
tightestPinTransition_ps = 831
timing.final.crit_share_pct = 67.8
period_minus_slack_ps = 4950
finalSetupViolations = 0
rsz0062_at_grt = false
max_freq_mhz = 202
finalSetupTns_ps = 0
slew_headroom_pct = 44.5
finalMaxSlewViolations = 0
hold_viol = 0

[worst_setup_path]
max_stage_delay_ps = 460
crit_path_end_kind = output pin
cp.buffers_inverters = 3
arrival_ps = 3490
worst_path_max_delay_cell = clkdlybuf4s50_1
cpLargestDelayFamily = buffers and inverters
path_class = in2out
cp_cell_sequence = clkdlybuf4s50_1, buf_4, mux4_1, mux2_2, clkdlybuf4s50_1
crit_path_start_kind = primary input
crit_fanout = 32
cpMostUsedCell = clkdlybuf4s50_1
critPathRequiredTime_ps = 5840

[finish]
drive_gt1_share_pct = 19.3
regMostFlops = regs
top_regs = regs x128
nFillCells = 2064
ff_latch_area_mm2 = 0.00384
syn2layout_area_growth_pct = 20.6
final_core_util_pct = 37.0
logic_area_mm2 = 0.00280
largest_reg_flops = 128

[placed_design]
io_buffers = 59
gp_congestion = 0.735
hpwl_mm = 10.1

[synth]
syn_inst = 430
yosysCellCount = 430
ys_area_mm2 = 0.00698
ys_ff = 128
syn_avg_cell_area_um2 = 16.2
postSynthSeqShare_pct = 55.1
synth_area_mm2 = 0.00698
yosysUniqueCellTypes = 18
ys_warn_count = 1

[die]
die_area_mm2 = 0.0239
die_h_um = 154
coreArea_mm2 = 0.0227
initial_core_util_pct = 30.7
ioPinCount = 60
die_w_um = 154
rows = 55

[route]
dr.max_layer_used = met4
first_iter_violations = 192
routedWlPerCell_um = 22.0
postRouteAntennaNets = 0
num_antenna_cells = 0
drc = 0
met1Wirelength_mm = 6.17
wl_met3_mm = 1.86
drtPass1Iterations = 6
via_count = 4267
met2_length_mm = 8.78
routed_via_density = 5.45
wl_mm = 17.2

[global_route]
overflow = 0
grt_start_max_net_pins = 69
grt_pass1_wl_mm = 26.5
grt_pass1_vias = 4750
grt.total_usage_pct = 15.7
antenna_found_initial = 0

[min_path]
holdPathEnd = regs[4][9]
hp-class = in2reg
worstHoldStart = writeData[9]
whs_path_depth = 3

[cts]
cts_buffers = 17
post_cts_buffers = 0
path_clk_slew_ps = 50
holdBufCountCts = 0
htreeDepth = 4
cts_tree = built
clock_tree.buffer_depth = 2
cts.sinks = 128
root_buffer = clkbuf_16
post_cts_resized = 0

[power_and_ir_drop]
peakVddDrop_mv = 0.164
p_leak_nw = 2.76
p_per_area_mw_per_mm2 = 233

[flow_run]
maxCapViolCount = 0
warnings = 25

[status]
outcome = complete, no violations

-- where the power goes --
group / switching [mW] / internal [mW] / total [mW]
clock: 0.298 / 0.528 / 0.825
combinational: 0.114 / 0.143 / 0.257
sequential: 0.0192 / 0.856 / 0.875
total: 0.431 / 1.53 / 1.96
-- per-stage QoR --
stage | worst slack, ps | hold slack, ps | instances | power (mW) | instance area [um2]
finish | 2350 | 1830 | 783 | 1.96 | 8410
global placement | 2380 | 2250 | 751 | 1.14 | 7830
detailed placement | 2370 | 2270 | 751 | 1.15 | 7830
floorplan | 3360 | 1790 | 430 | 1.03 | 6980
CTS | 2360 | 1830 | 783 | 1.97 | 8410
global route | 2270 | 1850 | 783 | 2.02 | 8410
-- final cells by class --
type                            count  area share (%)
Inverter                           16           0.714
Sequential cell                   128            45.7
Timing Repair Buffer               84            9.14
Clock buffer                       18            5.10
Tap cell                          285            4.24
Multi-Input combinational cell    238            33.3
Clock inverter                     14            1.76
-- logic make-up (layout without fill, tap and decap cells) --
logic type / Yosys count / count (layout) / share of synthesized area [%]
flip-flops: 128 / 128 / 55.1
AND-OR/OR-AND: 8 / 8 / 0.861
buffers and inverters: 64 / 132 / 4.70
AND/OR/NAND/NOR: 134 / 134 / 10.2
multiplexers: 96 / 96 / 29.2
-- cells in the mapped netlist --
| master | instances | area share [%] |
|---|---|---|
| mux2_2 | 32 | 5.2 |
| clkinv_1 | 16 | 0.86 |
| or3b_1 | 1 | 0.13 |
| nor3_1 | 122 | 8.8 |
| buf_1 | 7 | 0.38 |
| buf_6 | 11 | 1.8 |
| or2_2 | 1 | 0.090 |
| mux4_2 | 2 | 0.65 |
| o21bai_1 | 8 | 0.86 |
| nor3_2 | 6 | 0.86 |
| nand2_1 | 1 | 0.054 |
| clkbuf_1 | 26 | 1.4 |
| buf_2 | 2 | 0.14 |
| clkbuf_2 | 2 | 0.14 |
| mux4_1 | 62 | 23 |
| edfxtp_1 | 128 | 55 |
| nand3b_1 | 1 | 0.11 |
| nand2b_1 | 2 | 0.18 |
-- layout by cell type (no fill, tap or decap) --
| cell type | n |
|---|---|
| nor3_2 | 6 |
| buf_4 | 25 |
| nand2_1 | 1 |
| mux4_2 | 2 |
| buf_2 | 2 |
| bufinv_16 | 3 |
| clkinv_1 | 20 |
| mux2_2 | 32 |
| or3b_2 | 1 |
| mux4_1 | 62 |
| o21bai_1 | 8 |
| edfxtp_1 | 128 |
| clkinvlp_4 | 3 |
| nand3b_1 | 1 |
| nor3_1 | 122 |
| nand2b_1 | 2 |
| or2_2 | 1 |
| clkbuf_16 | 17 |
| clkdlybuf4s50_1 | 57 |
| clkinv_2 | 4 |
| clkbuf_1 | 1 |
-- how the worst max path moves through the flow --
stage	slack [ps]	cells past startpoint	to	startpoint
4_1_cts	2360	5	readData2[5]	readAddr2[2]
5_1_grt	2270	5	readData2[5]	readAddr2[2]
6_report	2350	5	readData2[5]	readAddr2[2]
-- layer usage --
layer	track usage, %	vias up
met3	8.33	34
met4	2.69	0
li1	-	1920
met5	0	-
met2	26.6	225
met1	18.3	2088
Power is estimated from default activity; no workload was simulated.
